`flow/config.mk`:
```
export PLATFORM = sky130hd
export DESIGN_NAME = vending_mealy
export DESIGN_NICKNAME = vending_mealy
export VERILOG_FILES = /design/flow/design.v
export SDC_FILE = /design/flow/constraint.sdc
export NUM_CORES = 4
export LEC_CHECK = 1
export CORE_AREA = 10 10 70 70
export DIE_AREA = 0 0 80 80
```
`flow/run.sh`:
```
#!/bin/bash
# OpenROAD 26Q1-2900-gdf79404cd8, Yosys 0.63+post, stock flow scripts
make -C /OpenROAD-flow-scripts/flow DESIGN_CONFIG=/design/flow/config.mk WORK_HOME=/design/flow/orfs finish
```
`flow/constraint.sdc`:
```
current_design vending_mealy

set clk_period 1.4
set clk_io_pct 0.2

create_clock -name clk0 -period $clk_period [get_ports {clk}]

set non_clock_inputs [all_inputs -no_clocks]
set_input_delay [expr $clk_period * $clk_io_pct] -clock clk0 $non_clock_inputs
set_output_delay [expr $clk_period * $clk_io_pct] -clock clk0 [all_outputs]
```
`flow/design.v`:
```
module vending_mealy(
    input        clk,
    input        reset,       
    input  [1:0] coin,        
    output wire  dispense,    
    output wire  chg5         
);
    parameter S0  = 2'd0;  
    parameter S5  = 2'd1;  
    parameter S10 = 2'd2;  
    parameter S15 = 2'd3;  
    reg [1:0] state, next_state;
    wire coin5  = (coin == 2'b01);
    wire coin10 = (coin == 2'b10);
    wire noCoin = (coin == 2'b00);
    always @(posedge clk or posedge reset) begin
        if (reset)
            state <= S0;
        else
            state <= next_state;
    end
    reg dispense_r, chg5_r;
    always @(*) begin
        next_state = state;
        dispense_r = 0;
        chg5_r     = 0;
        case (state)
            S0: begin
                if (coin5)       next_state = S5;
                else if (coin10) next_state = S10;
            end
            S5: begin
                if (coin5)       next_state = S10;
                else if (coin10) next_state = S15;
            end
            S10: begin
                if (coin5)       next_state = S15;
                else if (coin10) begin
                    dispense_r = 1;
                    next_state = S0;
                end
            end
            S15: begin
                if (coin5) begin
                    dispense_r = 1;
                    next_state = S0;
                end else if (coin10) begin
                    dispense_r = 1;
                    chg5_r     = 1;
                    next_state = S0;
                end
            end
        endcase
        if (noCoin) next_state = state;  
    end
    assign dispense = dispense_r;
    assign chg5     = chg5_r;
endmodule
```
==> deck_impl_summary.md <==
Implementation Results

Detailed routing
  • Final routed DRC violation total: 0
  • Via/cell ratio: 2.563
  • Routed vias: 223
  • Antenna fix cells: 0
  • ANT nets after route: 0
  • Wire length reported by the detailed router: 640 um
  • WL per Instance: 7.356 um
  • First drt pass iteration count: 4
  • DR iter-0 viols: 7

Setup path
  • Path type of the worst setup path: in -> out
  • Critical Path Fanout Max: 2
  • List of cells traversed by the critical path: buf_2, inv_2, ha_4, buf_4, a22o_1, clkdlybuf4s15_1
  • Bufs and invs on worst path: 4
  • Crit end category: output port
  • Maximum cell stage delay along the critical path: 0.19 ns
  • Kind of start point of the critical path: input pin
  • Worst setup path startpoint: coin[0]
  • Critical path's slowest cell: a22o_1
  • Gate family responsible for the most delay along the worst path: buffers and inverters
  • Crit path DAT: 1.08 ns
  • Worst endpoint required time: around 1.1 ns
  • Reg-to-reg startpoint: state[3]$_DFF_PP0_

Final timing
  • Maximum achievable frequency: approximately 0.73 GHz
  • Worst slew margin relative to its limit: 0.8901
  • Setup repair after global routing missed its margin: false
  • Total of endpoints with negative setup slack in the final report: 0
  • Final setup TNS: 0 ns
  • Final period demand of the worst path: about 1.4 ns
  • Crit share post-route: 0.9738
  • Layout Skew: 0.002646 ns
  • Final hold violation count: 0
  • Least setup slack across all paths after layout: 0.03670 ns
  • Final max-slew violation count: 0
  • Transition at the pin with the smallest max-transition slack: 0.1631 ns

Synth
  • Average footprint of a synthesized cell: slightly above 9 sq um
  • Sequential element share of the synthesized area: 0.4175
  • Area fraction in full adders, half adders and majority gates: 0.2062
  • Top logic family: AND-OR/OR-AND gates
  • Total standard cell area after synthesis: 242.7 sq um
  • Synth top area share: 0.3093
  • Yosys stat chip area: 242.7 sq um
  • Number of distinct library cells after synthesis: 12
  • Cell count in the Yosys report: 26
  • Synth area leader: dfrtp_1
  • Yosys xor share: 0
  • Mux contribution to synthesized area: 0
  • Synthesized instance count: 26
  • Dominant cells by area after synthesis: dfrtp_1 31%, ha_1 21%, dfstp_2 11%
  • Simple-Gate Fraction of Synth Area: 0.1082
  • Yosys reg bits: 4
  • Compound-cell area share of the yosys netlist: 0.2216
  • Count of warnings emitted by yosys: 1

Pwr
  • Pint: about 250 uW
  • Combinational cell fraction of total power: 0.131
  • Sequential cell fraction of total power: 0.365
  • Static leakage: between 0.0002 and 0.00025 uW
  • Switch share: 0.2290
  • Switching component of the power: roughly 73 uW
  • Worst vdd ir: ~0.14 mV
  • Portion of total power attributed to the clock network: 0.504
  • Power per standard cell area: 724.9 mW/mm^2

Clocking
  • Clock slew at the register clock pins of the worst setup and hold paths: 0.04 ns
  • Level count of the clock H-tree: 1
  • TritonCTS clock tree: done
  • Clock buffers created by TritonCTS: 3
  • Clock sink count: 4
  • CTS root buffer: clkbuf_4
  • Bufs on Longest Clock Path: 2
  • Clock latency reported for the late side of the worst-skew pair: 0.24 ns

Final layout
  • Final core occ: 0.1286
  • Largest registers ranked by flip-flop count: state (4)
  • Filler Cells Inserted: 399
  • Multi-input combinational cell area: 156.4 sq um
  • Sequential cell area: ~100 sq um
  • Share of cells above drive strength 1: 0.4146
  • Area delta synth->final: 80.93%
  • Top reg by flops: state
  • Flip-flop count of the largest register after layout: 4

Placed design
  • Number of I/O port buffers: 5
  • Worst-case setup slack after placement: -0.6051 ns
  • GPL Wtd Cong: ~0.66
  • Detailed placer's ending HPWL: roughly 450 um

Floorplan
  • Area of the chip: 0.006400 sq mm
  • Core Box Area: ~0.0034 sq mm
  • Total I/O pin count: 6
  • Number of placement rows: 21
  • Die span in y: 80 um
  • Floorplan die width: 80 um
  • Share of the core filled by cells before placement: 0.07106

Global routing
  • Sum of overflow across all layers after global routing: 0
  • Maximum number of pins on one net before global-route repair: 5
  • Initial antenna violation count: 0
  • First-pass GRT wire length: between 1000 and 1500 um
  • Vias in the first global route: 294
  • Overall routing resource usage: 0.02203

Flow run
  • Total number of warnings across the stage logs: 29
  • Max-cap violations: 0

Status
  • Status: finished clean

Worst hold path
  • Worst hold path type: in -> async
## cell families after synthesis
kind of cell               Yosys count
DFF                                  4
and+or+nand+nor                      6
adders and majority gates            4
AOI/OAI and AO/OA                    9
buffers and inverters                3
## final cells by class
class	count	share of cell area
Clock buffer	4	0.05983
Timing Repair Buffer	11	0.1966
Sequential cell	4	0.2308
Multi-Input combinational cell	19	0.3561
Inverter	3	0.02564
Tap cell	46	0.1311
## placed cells by master (no fill, tap or decap), drive strengths merged, types with 2 or more instances in the layout
master,count
a22oi,2
buf,8
clkbuf,4
dfrtp,3
ha,4
inv,3
nand2,4
o21ai,5
## Yosys cell counts (all sizes together)
master and instances:
a21oi 1, a22o 1, a22oi 2, and2 1, dfrtp 3, dfstp 1
ha 4, inv 3, nand2 4, nor2 1, o21ai 5
## metal layers
| layer | vias to the layer above | track usage | routed length, um | share of wire |
|---|---|---|---|---|
| li1 | 118 | - | - | - |
| met1 | 97 | 0.02737 | 354 | 0.55 |
| met2 | 8 | 0.03050 | 214 | 0.33 |
| met3 | 0 | 0.01364 | 71 | 0.11 |
| met4 | 0 | 0.007042 | 0 | 0 |
| met5 | - | 0 | 0 | 0 |
## power groups by stage
stage	registers (uW)	clock network, uW	logic, uW
global route	116	182	48.1
CTS	116	172	37.3
finish	116	161	41.6
## final timing paths
check	to	slack [ns]	cells past startpoint
worst max-delay path	dispense	0.04	6
min in group clk0	state[2]$_DFF_PP0_	0.50	2
worst max register to register	state[0]$_DFF_PP1_	0.57	3
worst min register to register	state[2]$_DFF_PP0_	0.50	2
worst min-delay path	state[2]$_DFF_PP0_	0.24	2
max in group asynchronous	state[0]$_DFF_PP1_	0.94	2
## per-stage QoR
step | cells | area, sq um | hold WS [ns] | total power (uW)
2_1_floorplan | 26 | 242.7 | 0.04536 | 131.2
3_3_place_gp | 81 | 380.4 | 0.4708 | 150.2
3_5_place_dp | 81 | 380.4 | 0.4868 | 152.2
4_1_cts | 87 | 425.4 | 0.2305 | 325.3
5_1_grt | 87 | 439.2 | 0.2420 | 346.1
6_report | 87 | 439.2 | 0.2411 | 318.3
## worst reg2reg max path: stages, from the launching register on
cell     delay (ns)
dfrtp_1        0.41
buf_4          0.15
a21oi_1        0.12
o21ai_1        0.08
## what timing repair did
action | 4_1_cts | 5_1_grt
setup buffers | 2 | 0
hold buffers | 0 | 0
gates cloned | 0 | 0
endpoints found under the setup margin | 2 | 1
gates resized | 15 | 3
pin swaps | 3 | 2
Power is estimated from default activity; no workload was simulated.
