==> flow/design.v <==
module link_top(
    input wire  clk,
    input wire  rst,
    output wire done
);
    wire        req;
    wire        ack;
    wire [7:0]  data;
    master_fsm u_master (
        .clk(clk),
        .rst(rst),
        .ack(ack),
        .req(req),
        .data(data),
        .done(done)
    );
    slave_fsm u_slave (
        .clk(clk),
        .rst(rst),
        .req(req),
        .data_in(data),
        .ack(ack),
        .last_byte()  
    );
endmodule
module master_fsm(
    input wire       clk,
    input wire       rst,  
    input wire       ack,
    output wire      req,
    output wire [7:0] data,
    output wire      done  
);
    localparam S_IDLE        = 3'd0;
    localparam S_DRIVE_DATA  = 3'd1;
    localparam S_WAIT_ACK    = 3'd2;
    localparam S_WAIT_NO_ACK = 3'd3;
    localparam S_DONE        = 3'd4;
    reg [2:0] state_reg, state_next;
    reg [1:0] byte_count_reg, byte_count_next;
    reg [7:0] data_reg;
    always @(posedge clk) begin
        if (rst) begin
            state_reg      <= S_IDLE;
            byte_count_reg <= 2'd0;
        end else begin
            state_reg      <= state_next;
            byte_count_reg <= byte_count_next;
        end
    end
    assign data = data_reg;
    always @(*) begin
        state_next      = state_reg;
        byte_count_next = byte_count_reg;
        data_reg        = 8'hA0 + byte_count_reg;  
        case (state_reg)
            S_IDLE: begin
                state_next = S_DRIVE_DATA;
            end
            S_DRIVE_DATA: begin
                state_next = S_WAIT_ACK;
            end
            S_WAIT_ACK: begin
                if (ack) begin
                    if (byte_count_reg == 2'd3) begin
                        state_next = S_DONE;
                    end else begin
                        state_next      = S_WAIT_NO_ACK;
                        byte_count_next = byte_count_reg + 1;
                    end
                end
            end
            S_WAIT_NO_ACK: begin
                if (!ack) begin
                    state_next = S_DRIVE_DATA;
                end
            end
            S_DONE: begin
                state_next = S_IDLE;
            end
            default: begin
                state_next = S_IDLE;
            end
        endcase
    end
    assign req  = (state_reg == S_DRIVE_DATA) || (state_reg == S_WAIT_ACK);
    assign done = (state_reg == S_DONE);
endmodule
module slave_fsm(
    input wire        clk,
    input wire        rst,        
    input wire        req,
    input wire  [7:0] data_in,
    output wire       ack,
    output reg  [7:0] last_byte   
);
    localparam S_IDLE        = 2'd0;
    localparam S_LATCH_ACK   = 2'd1;
    localparam S_HOLD_ACK    = 2'd2;
    localparam S_WAIT_NO_REQ = 2'd3;
    reg [1:0] state_reg, state_next;
    always @(posedge clk) begin
        if (rst) begin
            state_reg <= S_IDLE;
            last_byte <= 8'h00;
        end else begin
            state_reg <= state_next;
            if (state_next == S_LATCH_ACK) begin
                last_byte <= data_in;
            end
        end
    end
    always @(*) begin
        state_next = state_reg;
        case (state_reg)
            S_IDLE: begin
                if (req) begin
                    state_next = S_LATCH_ACK;
                end
            end
            S_LATCH_ACK: begin
                state_next = S_HOLD_ACK;
            end
            S_HOLD_ACK: begin
                state_next = S_WAIT_NO_REQ;
            end
            S_WAIT_NO_REQ: begin
                if (!req) begin
                    state_next = S_IDLE;
                end
            end
            default: begin
                state_next = S_IDLE;
            end
        endcase
    end
    assign ack = (state_reg == S_LATCH_ACK) || (state_reg == S_HOLD_ACK) || (state_reg == S_WAIT_NO_REQ);
endmodule
==> flow/run.sh <==
#!/bin/bash
# OpenROAD 26Q1-2900-gdf79404cd8, Yosys 0.63+post, stock flow scripts
make -C /OpenROAD-flow-scripts/flow DESIGN_CONFIG=/design/flow/config.mk WORK_HOME=/design/flow/orfs finish
==> flow/config.mk <==
export PLATFORM = sky130hd
export DESIGN_NAME = link_top
export DESIGN_NICKNAME = link_top
export VERILOG_FILES = /design/flow/design.v
export SDC_FILE = /design/flow/constraint.sdc
export NUM_CORES = 4
export LEC_CHECK = 1
export CORE_AREA = 10 10 70 70
export DIE_AREA = 0 0 80 80
==> flow/constraint.sdc <==
current_design link_top

set clk_period 2.2
set clk_io_pct 0.2

create_clock -name clk0 -period $clk_period [get_ports {clk}]

set non_clock_inputs [all_inputs -no_clocks]
set_input_delay [expr $clk_period * $clk_io_pct] -clock clk0 $non_clock_inputs
set_output_delay [expr $clk_period * $clk_io_pct] -clock clk0 [all_outputs]
==> impl_metrics.csv <==
group,metric,value,unit
outcome,status,"complete, no violations",
setup_path,path_buffers,1,
pwr,p_int,293,uW
synth,ys_area,402,um2
routing,first_pass_iters,2,
setup_path,cp.arrival,1070,ps
routing,n_antenna_cell,0,
routing,wl_per_cell,6.60,um
placed_design,dpl.hpwl,448,um
clock_tree,cts_root_buffer,"clkbuf_4",
hold_path,hold_class,"register to register",
pwr,peakVddDrop,0.000380,V
routing,wirelength,594,um
die,fp-utilization,11.8,%
flow_run,tool_warnings,25,
synth,numSynthFlops,11,
setup_path,cp_max_fo,2,
setup_path,max_stage_delay,470,ps
synth,common_cells,"dfxtp_1, a21oi_1, nor2_1, nand2b_1",
global_route,grt_pass1_vias,296,
timing,fin_ws,690,ps
synth,syn_area,402,um2
setup_path,cp.required,1760,ps
layout,drive_above_1_share,13.6,%
routing,vias,264,
die,fp-row-count,21,
synth,synth_seq_share,54.8,%
setup_path,crit_chain,"clkdlybuf4s50_1",
setup_path,r2r-start,"u_master.byte_count_reg[0]",
setup_path,crit_family,"buffers and inverters",
clock_tree,cts_post_setup_buffers_inserted,0,
timing,fin_crit_sh,68.6,%
timing,drv_slew,0,
pwr,clockPowerShare,34.6,%
setup_path,r2r_setup_slack,940,ps
routing,ant_nets,0,
pwr,pwr-share-comb,7.2,%
layout,largest_reg_flops,5,
die,chip_area,6400,um2
setup_path,r2r.worst_path.cells,3,
synth,netlist_instances,39,
die,coreArea,3420,um2
global_route,grt_max_degree,14,
setup_path,cp-end-kind,"primary output",
pwr,p_switching,78.8,uW
timing,rsz0062_at_grt,"no",
layout,postLayoutCellArea,502,um2
die,dieWidth,80,um
clock_tree,cts_inserted_buffers,3,
pwr,power_density,741,nW/um2
timing,hold_viol_final,0,
clock_tree,cts_resized,0,
routing,drt_iter0_drc,12,
placed_design,gp_congestion,0.773,
setup_path,reg2reg_to,"u_master.byte_count_reg[0]",
synth,syn_area_per_cell,10.3,um2
clock_tree,h-tree-depth,1,
global_route,grt_pass1_wl,1150,um
synth,top_area_share,54.8,%
synth,ys_top_cells_by_area,"dfxtp_1, a21oi_1, nand2b_1, nor3_4, mux2_4",
pwr,power,372,uW
routing,route.detailed.drc,0,
clock_tree,cts_sinks,11,
routing,vias_per_cell,2.93,
pwr,seqPwrFrac,58.2,%
placed_design,portBuffers,2,
timing,relSlewSlack,75.6,%
synth,yosys_cells,39,
clock_tree,clk_pin_slew,60,ps
setup_path,worst_path_max_delay_cell,"clkdlybuf4s50_1",
clock_tree,ctsHoldBuffers,0,
die,ios,3,
clock_tree,clkLatencyLatePin,260,ps
setup_path,critPathKind,"register to primary output",
global_route,antenna_found_initial,0,
pwr,switching_share,21.2,%
timing,fmax,662,MHz
flow_run,maxCapViolCount,0,
clock_tree,cts_tree,"built",
timing,tightest_slew,365,ps
synth,async_reset_ff_share,0,%
timing,tns,0,ps
setup_path,worstSetupStartpointType,"register",
global_route,grt_overflow_total,0,
synth,yosysTopAreaCell,"dfxtp_1",
pwr,leakagePower,0.000171,uW
timing,finalWorstPathRequiredPeriod,1510,ps
placed_design,pre_cts_ws,581,ps
placed_design,dpl_cell_area,475,um2
layout,fillers,394,
synth,edf_count,0,
hold_path,worstHoldEndpoint,"u_master.state_reg[0]",
synth,synth_warnings,2,
synth,ff_type,"dfxtp_1",
hold_path,worstHoldStart,"u_master.state_reg[1]",
timing,setup_violations,0,
synth,netlist-cell-type-count,17,
timing,finalClockSkew,4.28,ps
layout,syn2layout_area_growth,24.9,%
hold_path,min_path_cells,1,
clock_tree,clockBufferDepth,2,
setup_path,setup.worst_path.start,"u_master.state_reg[1]",
synth,synth_top_cell_by_count,"dfxtp_1",
die,die_h,80,um
global_route,grt_use_total,2.22,%
==> cells in the final DEF, fill, tap and decap left out, types with 2 or more instances in the layout <==
master and instances:
o21ai_0 2, clkbuf_4 3, a21oi_1 4, nor2_1 4, nand2b_1 3, dfxtp_1 11
inv_1 2, clkdlybuf4s50_1 2, nor3_1 2, nor2b_1 2
==> per-stage QoR <==
| stage | util, % | hold slack (ps) | std cells |
|---|---|---|---|
| floorplan | - | 383 | 39 |
| global placement | 13.9 | 435 | 86 |
| detailed placement | 13.9 | 447 | 86 |
| CTS | 14.7 | 471 | 90 |
| global route | 14.7 | 485 | 90 |
| finish | 14.7 | 465 | 90 |
==> per-layer routing <==
layer | GRT usage (%) | wire length (um)
met5 | 0 | 0
met4 | 0.176 | 0
met3 | 1.36 | 33
met2 | 3.77 | 275
met1 | 2.38 | 285
==> layout make-up <==
| cell class | count | area, um2 | share of cell area [%] |
|---|---|---|---|
| sequential | 11 | 220 | 43.9 |
| multi-input combinational | 25 | 170 | 33.9 |
| tap | 46 | 57.6 | 11.5 |
| timing repair buffer | 2 | 20.0 | 3.99 |
| inverter | 2 | 7.51 | 1.50 |
| clock buffer | 4 | 26.3 | 5.24 |
==> how the worst max path moves through the flow <==
stage | endpoint | slack (ps) | depth (start not counted)
CTS | done | 660 | 1
global route | done | 620 | 1
finish | done | 690 | 1
==> power by group through the flow <==
| stage | clock [uW] | combinational [uW] | sequential [uW] |
|---|---|---|---|
| CTS | 137 | 27.1 | 216 |
| global route | 149 | 31.0 | 218 |
| finish | 129 | 26.7 | 216 |
==> cell families (layout without fill, tap and decap cells) <==
| kind of cell | after synthesis | count (layout) | share of synthesized area [%] |
|---|---|---|---|
| simple gates | 16 | 16 | 25.5 |
| flops | 11 | 11 | 54.8 |
| compound gates | 6 | 6 | 7.48 |
| buf+inv | 3 | 8 | 2.80 |
| mux | 2 | 2 | 6.23 |
| fa+ha+maj | 1 | 1 | 3.11 |
No activity file was given, so power comes from the tool's default toggle rates.
