$ cat /design/flow/constraint.sdc
current_design traffic_light

set clk_period 2.8
set clk_io_pct 0.2

create_clock -name clk0 -period $clk_period [get_ports {clk}]

set non_clock_inputs [all_inputs -no_clocks]
set_input_delay [expr $clk_period * $clk_io_pct] -clock clk0 $non_clock_inputs
set_output_delay [expr $clk_period * $clk_io_pct] -clock clk0 [all_outputs]
$ cat /design/flow/config.mk
export PLATFORM = sky130hd
export DESIGN_NAME = traffic_light
export DESIGN_NICKNAME = traffic_light
export VERILOG_FILES = /design/flow/design.v
export SDC_FILE = /design/flow/constraint.sdc
export NUM_CORES = 4
export LEC_CHECK = 1
export CORE_AREA = 10 10 70 70
export DIE_AREA = 0 0 80 80
$ cat /design/flow/run.sh
#!/bin/bash
# OpenROAD 26Q1-2900-gdf79404cd8, Yosys 0.63+post, stock flow scripts
make -C /OpenROAD-flow-scripts/flow DESIGN_CONFIG=/design/flow/config.mk WORK_HOME=/design/flow/orfs finish
$ cat /design/flow/design.v
module traffic_light(
    input clk, reset, tick,
    output reg [1:0] NS, EW   
);
    localparam NS_G = 0, NS_Y = 1, EW_G = 2, EW_Y = 3;
    reg [1:0] state, next_state;
    reg [2:0] count;  
    always @(posedge clk or posedge reset) begin
        if (reset) begin
            state <= NS_G;
            count <= 0;
        end else if (tick) begin
            if ((state == NS_G && count == 4) ||
                (state == NS_Y && count == 1) ||
                (state == EW_G && count == 4) ||
                (state == EW_Y && count == 1)) begin
                state <= next_state;
                count <= 0;
            end else begin
                count <= count + 1;
            end
        end
    end
    always @(*) begin
        case (state)
            NS_G: next_state = NS_Y;
            NS_Y: next_state = EW_G;
            EW_G: next_state = EW_Y;
            EW_Y: next_state = NS_G;
            default: next_state = NS_G;
        endcase
    end
    always @(*) begin
        case (state)
            NS_G: begin NS = 2'b01; EW = 2'b00; end  
            NS_Y: begin NS = 2'b10; EW = 2'b00; end  
            EW_G: begin NS = 2'b00; EW = 2'b01; end  
            EW_Y: begin NS = 2'b00; EW = 2'b10; end  
            default: begin NS = 2'b00; EW = 2'b00; end
        endcase
    end
endmodule
==> flow_summary.ini <==
; synthesis and place-and-route metrics
[worst_setup_path]
worstPathMaxFanout = 7
end_kind = output pin
slowest_delay_ps = 470
startpoint_type = flop
crit_chain = or2_1 > nor2_1 > clkdlybuf4s50_1
path_buffers = 1
critPathSlowestCell = clkdlybuf4s50_1
critPathTopFamily = buffers and inverters
crit_type = reg2out
cp_data_required_time_ps = 2240
cp.arrival_ps = 1620

[detailed_routing]
wl_per_cell_um = 9.838
vias_per_cell = 4.063
antenna_cells = 0
drt_iter0_markers = 59
ant_nets = 0
route.detailed.drc = 0
drtPass1Iterations = 4
routed_wl_um = 1092
num_vias = 451

[yosys]
topCellsByArea = dfrtp_1 29%, nand3_1 7.8%, ha_1 7.3%
edf_count = 0
yosys_warnings = 1
synth_seq_share_pct = 34.39
ys_ff = 7
synthFlopType = dfrtp_1
synth_cells = 62
yosysCellCount = 62
yosysTopAreaCell = dfrtp_1
synth.distinct_cells = 23
common_cells = 8 x nand3_1, 6 x dfrtp_1, 4 x a221oi_1, 4 x buf_2, 4 x nor3_1
top_cell_area_share_pct = 29.27
synth_area_per_cell_um2 = 8.274
synth.most_common_cell = nand3_1
async_flop_share_pct = 100.0
yosysChipArea_um2 = 513.0
netlist_area_um2 = 513.0

[timing]
fmax_mhz = 457.8
hold_viol = 0
setup_viol = 0
grt_setup_unrepaired = false
worst_pin_slew_ps = 417.4
timing.final.crit_share_pct = 78.01
clock_skew_ps = 3.804
setup_tns_ps = 0
slew_viol_final = 0
final_period_minus_worst_setup_slack_ps = 2184
slew_headroom_pct = 72.09

[floorplan]
coreArea_mm2 = 0.003416
fp_util_pct = 15.02
fp.dieH_um = 80
die-area_mm2 = 0.006400
die_width_um = 80
ioPinCount = 7
num_rows = 21

[cts]
post_cts_buffers = 0
worstSkewPairLatency_ps = 250
clock-sinks = 7
holdBufCountCts = 0
cts_max_level = 1
ctsResizeCount = 0
tritoncts = done
clk_path_buf_depth = 2
cts_root_buffer = clkbuf_4
clkTransAtPathRegs_ps = 50
cts_made_buffers = 3

[cells_and_area]
layout-drive-gt1-share_pct = 6.154
fin_util_pct = 18.10
area_delta_synth_final_pct = 20.49

[global_routing]
grt_max_degree = 15
grt_pass1_wl_um = 1711
track_usage_pct = 3.235
grt-ovfl-total = 0
grt_pass1_vias = 394
grt_antenna_before_repair = 0

[power]
powerDensity_mw_per_mm2 = 925.9
total_power_uw = 572.3
ir_drop_uv = 198.3
p_leak_uw = 0.0002435

[run]
warnings = 27
max-cap-violations = 0

[status]
status = finished, final reports clean

[place]
gp_congestion = 0.8501
hpwl_um = 816.3
port_buffers = 6

[min_path]
min-delay-path-class = in2async
layout by cell type (no fill, tap or decap):
master	instances
nand2b_1	3
dfrtp_1	6
nand3_1	8
or2_0	1
clkdlybuf4s50_1	6
nor2b_1	3
clkbuf_4	3
and2_1	3
a211oi_1	1
o21ai_0	2
nor2_1	3
o22ai_1	3
inv_1	3
clkbuf_1	1
nor3_1	4
o32ai_1	1
nand2_1	3
ha_1	3
dfstp_2	1
o211a_1	1
or2_1	1
a21o_1	1
a221oi_1	4
flip-flops by register name, indices dropped and copies added (netlist names):
| signal | cells |
|---|---|
| count | 3 |
| state | 4 |
report_power, final:
| part | switching [µW] | internal, µW | leakage [µW] |
|---|---|---|---|
| Sequential | 68.0 | 150 | 0.0000802 |
| Clock | 38.0 | 54.4 | 0.0000150 |
| Combinational | 121 | 140 | 0.000148 |
worst paths after layout:
kind,startpoint,endpoint,slack [ps],cells past startpoint
max,state[3]$_DFF_PP0_,NS[0],620,3
max reg2reg,count[0]$_DFFE_PP0P_,state[2]$_DFF_PP0_,1380,5
min reg2reg,count[1]$_DFFE_PP0P_,count[1]$_DFFE_PP0P_,580,2
max in group asynchronous,reset,state[0]$_DFF_PP1_,1980,2
min in group clk0,count[1]$_DFFE_PP0P_,count[1]$_DFFE_PP0P_,580,2
min,reset,state[3]$_DFF_PP0_,540,2
per-stage QoR:
stage | area [µm²] | instances | hold WS (ps) | setup WS (ps)
3_3_place_gp | 591.8 | 107 | 591.4 | 896.7
4_1_cts | 618.1 | 111 | 561.7 | 602.8
5_1_grt | 618.1 | 111 | 575.6 | 512.4
3_5_place_dp | 591.8 | 107 | 590.6 | 857.4
6_report | 618.1 | 111 | 542.0 | 615.8
2_1_floorplan | 513.0 | 62 | 362.7 | 1445
cell type report:
cell class	count	area, µm²
inverter	3	11.26
timing repair buffer	6	60.06
clock buffer	4	26.28
sequential	7	176.4
fill	387	2798
tap	46	57.56
multi-input combinational	45	286.5
routing by layer:
layer / wire length [µm] / vias to the layer above / track usage [%] / part of all wire (%)
met4: 21 / 0 / 0.7042 / 1.9
met2: 447 / 13 / 4.655 / 41
li1: - / 228 / - / -
met1: 523 / 208 / 4.046 / 48
met3: 99 / 2 / 1.932 / 9.1
met5: 0 / - / 0 / 0
kinds of logic (layout without fill, tap and decap cells):
| family | count (synthesis) | in the layout | synth area share [%] |
|---|---|---|---|
| buffers and inverters | 10 | 13 | 9.756 |
| and+or+nand+nor | 29 | 29 | 29.52 |
| adders and majority gates | 3 | 3 | 7.318 |
| DFF | 7 | 7 | 34.39 |
| AOI/OAI and AO/OA | 13 | 13 | 19.03 |
Power figures rest on the tool's default switching activity, not on a simulated workload.
